==> config.mk <==
export PLATFORM = sky130hd
export DESIGN_NAME = memory
export DESIGN_NICKNAME = memory
export VERILOG_FILES = /design/flow/design.v
export SDC_FILE = /design/flow/constraint.sdc
export NUM_CORES = 4
export LEC_CHECK = 1
export CORE_UTILIZATION = 50
==> constraint.sdc <==
current_design memory

set clk_period 10.0
set clk_io_pct 0.2

create_clock -name clk0 -period $clk_period [get_ports {clock}]

set non_clock_inputs [all_inputs -no_clocks]
set_input_delay [expr $clk_period * $clk_io_pct] -clock clk0 $non_clock_inputs
set_output_delay [expr $clk_period * $clk_io_pct] -clock clk0 [all_outputs]
==> design.v <==
module memory(
    input clock,
    input reset,
    input we,
    input [7:0] wra,
    input [7:0] wrd,
    input [7:0] rda,
    output [7:0] rdd
    );
    reg [7:0] mem[255:0];
    reg [7:0] rddata;
    always @(posedge clock) begin
        if(reset) begin
            rddata <= 8'b0;
        end else begin
            if(we) begin
                mem[wra] <= wrd;
            end
            rddata <= mem[rda];
        end
    end
    assign rdd = rddata;      
endmodule
==> run.sh <==
#!/bin/bash
# OpenROAD 26Q1-2900-gdf79404cd8, Yosys 0.63+post, stock flow scripts
make -C /OpenROAD-flow-scripts/flow DESIGN_CONFIG=/design/flow/config.mk WORK_HOME=/design/flow/orfs finish
==> Slide: Implementation Results <==
Synthesis and Place & Route Summary

Pwr
  – Combinational share of power: 4.9%
  – Pwr Total: 0.0177 W
  – Switch share: 21.4%
  – Part of the total power dissipated in the clock network: 41.4%
  – Int Pwr: 0.0139 W
  – Peak ir drop on the vdd network: 0.195 mV
  – Ratio of total power to cell area: 197 mW/mm²
  – Net switching power of the design: 0.00379 W
  – Leak pwr: 28.5 nW
  – Flop pwr share: 53.7%

Synthesis
  – Number of enable flip-flop cells: 2048
  – Area of the synthesized netlist per yosys stat: 0.0805 mm²
  – Portion of the post-synthesis area used by sequential elements: 76.6%
  – Netlist area before placement: 0.0805 mm²
  – Post-synthesis async set-or-reset flop share: 0%
  – Number of instances in the synthesized netlist: 4038
  – Commonest flop: edfxtp_1
  – Dominant cell area share: 76.4%
  – Number of warnings reported in the yosys synthesis log: 1
  – Largest area contributor in the synthesized netlist: edfxtp_1
  – Number of unique standard cell types used by synthesis: 65
  – Post-synthesis cell count from yosys: 4038
  – Leading post-synthesis cells by cell area: edfxtp_1 76%, mux4_2 10%, mux2i_1 3.7%
  – Post-Synthesis Mean Instance Area: 19.9 µm²
  – Count of state elements after synthesis: 2056

Clock network
  – Clock latency at the later pin of the worst-skew pair: 0.84 ns
  – Buffer levels on the longest clock path: 3
  – Worst-path clk slew: 0.06 ns
  – Resize count post-CTS: 0
  – Clock tree from TritonCTS: done
  – CTS Hold Buffers Added: 0
  – Clock tree root driver cell: clkbuf_16
  – CTS H-tree depth: 4
  – Post-CTS setup-driven buffer insertion count: 0
  – Total clock buffers created by CTS: 205
  – Count of clock tree sinks: 2056

STA
  – Setup Viol. Count Final: 0
  – Normalized max-slew margin: 20.9%
  – Worst clock skew on the final layout: 0.0321 ns
  – Fmax achieved: 185 MHz
  – Total negative slack for setup checks: 0 ns
  – Unrepaired setup endpoints after global routing: false
  – Transition time at the pin with the least slew margin: 1.17 ns
  – Tcrit/Tclk final: 54.1%
  – Final worst path period need: 5.41 ns
  – Max-slew violations: 0
  – Total count of hold-check failures in the final report: 0

Critical path
  – Data required time of the critical path: 10.73 ns
  – Crit Path Class: input pin to flip-flop
  – Endpoint class of the critical path: flip-flop
  – Data arrival time of the critical path: 6.14 ns
  – Launching element type of the critical path: input pin
  – Critical path fanouts, max: 57

Floorplanning
  – Number of I/O pins: 35
  – Die footprint: 0.163 mm²
  – Horizontal die dimension: 403 µm
  – Placement row count: 146
  – Core area: 0.159 mm²
  – Die Span Y: 403 µm
  – Effective utilization at floorplan: 50.6%

Run status
  – Outcome: finished, final reports clean

Detailed routing
  – Violation count after the first detailed-routing iteration: 3054
  – Routed wire length: 219000 µm
  – Residual DRC count: 0
  – Via/cell ratio: 6.20
  – Via count of the routed design: 40.7k
  – Post-route antenna net violation count: 0
  – DR WL/cell: 33.4 µm
  – Number of detailed-routing iterations run before antenna repair: 8

Cells and area
  – Layout cells sized above 1: 20.4%
  – Core utilization of the finished layout: 56.6%
  – Area growth, synth to finish: 11.8%
  – Number of fill cells in the layout: 11.5k
  – Filler-free cell count of the finished design: 6557

Place
  – Placed Cells: 6175
  – Detailed placement HPWL: 140000 µm
  – Final weighted congestion in routability-driven placement: 0.958
  – Buffers added on ports: 34

GRT
  – Maximum number of pins on one net before global-route repair: 111
  – Number of global-route vias before repair: 43.3k
  – Global-route total usage across every layer: 31.0%
  – Global-route congestion overflow total: 0
  – Initial antenna violation count: 3
  – Wire length of the first global-routing pass: 314000 µm

Job
  – Number of logged tool warnings: 29
  – Max-cap violations: 0

Worst hold path
  – Kind of path behind the tightest hold check: flip-flop to flip-flop
==> Yosys cell counts, drive strengths merged, types with 3 or more instances <==
cell type and count:
edfxtp 2048, mux4 378, nor2 344, mux2i 296, buf 134, nand2 116
clkbuf 114, o22ai 83, a21oi 80, o221ai 64, o21ai 54, a22oi 48
nand3 48, nor3 48, a211oi 34, nand4 24, or3 13, a2111oi 11
nor2b 10, dfxtp 8, inv 8, mux2 6, a22o 5, and3 5
nor4 5, o32ai 5, or4 5, a31oi 4, and2 4, nand3b 4
a221oi 3, and3b 3, nor3b 3, or3b 3
==> per-layer routing <==
metal | vias up | part of all wire (%) | track usage [%]
met5 | - | 0.094 | 1.19
met4 | 12 | 2.9 | 6.75
met3 | 342 | 19 | 25.3
met2 | 2673 | 45 | 41.1
met1 | 20600 | 33 | 43.1
li1 | 17100 | - | -
==> per-stage QoR <==
stage / cell area, µm² / hold WS, ns / worst slack [ns]
3_3_place_gp: 83600 / 0.881 / 3.70
3_5_place_dp: 83600 / 0.886 / 3.69
4_1_cts: 90000 / 0.908 / 4.57
6_report: 90000 / 0.901 / 4.59
2_1_floorplan: 80500 / 0.760 / 6.17
5_1_grt: 90000 / 0.958 / 4.38
==> path summary, 6_finish.rpt <==
kind / start / end / slack [ns] / depth (start not counted)
worst max-delay path: rda[0] / rddata[1]$_SDFF_PP0_ / 4.59 / 9
worst min-delay path: mem[232][6]$_DFFE_PP_ / rddata[6]$_SDFF_PP0_ / 0.90 / 6
worst max register to register: mem[191][0]$_DFFE_PP_ / rddata[0]$_SDFF_PP0_ / 7.30 / 6
worst min register to register: mem[232][6]$_DFFE_PP_ / rddata[6]$_SDFF_PP0_ / 0.90 / 6
==> power groups by stage <==
| stage | registers [W] | clock network, W | logic [W] |
|---|---|---|---|
| global route | 0.00950 | 0.00776 | 0.000926 |
| CTS | 0.00950 | 0.00746 | 0.000871 |
| finish | 0.00951 | 0.00734 | 0.000872 |
==> worst max-delay path, stage by stage <==
cell      delay, ns
buf_8          0.50
buf_4          0.52
buf_4          0.66
buf_4          0.63
mux4_2         0.57
mux4_2         0.52
nor2_1         0.33
a211oi_1       0.14
a22o_1         0.21
==> cell usage in the layout (no fill, tap or decap), types with 7 or more instances in the layout <==
| master | synthesis | layout |
|---|---|---|
| edfxtp_1 | 2048 | 2048 |
| mux4_2 | 372 | 372 |
| nor2_1 | 344 | 342 |
| mux2i_1 | 296 | 296 |
| clkbuf_16 | 0 | 208 |
| buf_4 | 18 | 200 |
| nand2_1 | 116 | 115 |
| o22ai_1 | 81 | 81 |
| a21oi_1 | 80 | 80 |
| o221ai_1 | 59 | 59 |
| clkinv_1 | 0 | 56 |
| nand3_1 | 48 | 48 |
| a22oi_1 | 48 | 48 |
| o21ai_0 | 48 | 48 |
| nor3_1 | 48 | 48 |
| clkinv_2 | 0 | 41 |
| clkbuf_1 | 112 | 41 |
| a211oi_1 | 34 | 34 |
| nand4_1 | 24 | 24 |
| clkdlybuf4s50_1 | 0 | 22 |
| or3_1 | 13 | 13 |
| bufinv_16 | 0 | 13 |
| nor2b_1 | 10 | 8 |
| dfxtp_1 | 8 | 8 |
| clkbuf_8 | 0 | 7 |
| buf_12 | 15 | 7 |
==> cell families after synthesis <==
kind of cell | count (synthesis) | share of synthesized area [%]
flip-flops | 2056 | 76.6
multiplexers | 680 | 14.4
AND/OR/NAND/NOR | 641 | 3.45
AND-OR/OR-AND | 405 | 3.47
buffers and inverters | 256 | 2.13
==> cell type report <==
cell class / count / area (µm²) / share of cell area [%]
diodes: 3 / 7.51 / 0.00834
multi-input cells: 1726 / 17200 / 19.1
clock inverters: 127 / 1030 / 1.15
repair buffers: 239 / 2010 / 2.23
well taps: 2146 / 2690 / 2.98
inverters: 8 / 33.8 / 0.0375
clock buffers: 252 / 5400 / 6.00
flip-flops and latches: 2056 / 61700 / 68.5
==> registers in the layout, indices dropped and copies added, names as in the netlist <==
register and flops:
rddata 8, mem 2048
Power is estimated from default activity; no workload was simulated.
