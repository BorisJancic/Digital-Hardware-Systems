File: flow/run.sh
#!/bin/bash
# OpenROAD 26Q1-2900-gdf79404cd8, Yosys 0.63+post, stock flow scripts
make -C /OpenROAD-flow-scripts/flow DESIGN_CONFIG=/design/flow/config.mk WORK_HOME=/design/flow/orfs finish
File: flow/design.v
module mst(
    input clock,
    input reset,
    input enable,
    input [7:0] rdd,
    output wire[7:0] rda,
    output wire we,
    output wire[7:0] wrd,
    output wire[7:0] wra,
    output reg[8:0] t1attempts,
    output reg[8:0] t1fails,
    output reg[8:0] t2attempts,
    output reg[8:0] t2fails,
    output reg done
);
    reg write_enable;
    reg[7:0] write_address;
    reg[7:0] write_data;
    reg[7:0] read_address;
    wire[7:0] read_data;
    assign we = write_enable;
    assign wra = write_address;
    assign wrd = write_data;
    assign rda = read_address;
    assign read_data = rdd;
    parameter INIT=3'b000, STATE_1=3'b001, STATE_2=3'b010, STATE_3=3'b011, DONE=3'b100;
    reg[2:0] state;
    reg[8:0] i;
    reg[8:0] i_lead;  
    always @(negedge clock) begin
        if (reset) begin
            t1attempts <= 0;
            t1fails <= 0;
            t2attempts <= 0;
            t2fails <= 0;
            done <= 0;
            state <= INIT;
            i <= 0;
            i_lead <= 0;
        end else if (enable) begin
            case (state)
                INIT: begin  
                    write_enable <= 1;
                    write_address <= 8'h00;
                    write_data <= 8'h00;
                    state <= STATE_1;
                end
                STATE_1: begin  
                    write_enable <= 0;
                    read_address <= i[7:0];
                    state <= STATE_2;
                end
                STATE_2: begin  
                    i_lead <= i + 1;
                    state <= STATE_3;
                end
                STATE_3: begin  
                    if (i[8] == 0) begin  
                        if (read_data != 8'h00) begin
                            t1fails <= t1fails + 1;
                        end
			t1attempts <= t1attempts + 1;
                    end else if (i[8] == 1) begin
                        if (read_data != 8'hFF) begin
                            t2fails <= t2fails + 1;
                        end
                        t2attempts <= t2attempts + 1;
                    end
                    i <= i + 1;
		    if (i != 9'b1_1111_1111) begin  
                        write_enable <= 1;
                        write_address[7:0] <= i_lead[7:0];
                        if (i_lead[8] == 0) begin
                            write_data[7:0] <= 8'h00;
                        end else begin
                            write_data[7:0] <= 8'hFF;
                        end
                        state <= STATE_1;
                    end else begin  
			done <= 1;
                        state <= DONE;
                    end
                end
                DONE: begin
                    done <= 1;
        	    state <= DONE;
                end
                default: begin
		    done <= 0;
                end
            endcase
        end
    end
endmodule
File: flow/constraint.sdc
current_design mst

set clk_period 2.7
set clk_io_pct 0.2

create_clock -name clk0 -period $clk_period [get_ports {clock}]

set non_clock_inputs [all_inputs -no_clocks]
set_input_delay [expr $clk_period * $clk_io_pct] -clock clk0 $non_clock_inputs
set_output_delay [expr $clk_period * $clk_io_pct] -clock clk0 [all_outputs]
File: flow/config.mk
export PLATFORM = sky130hd
export DESIGN_NAME = mst
export DESIGN_NICKNAME = mst
export VERILOG_FILES = /design/flow/design.v
export SDC_FILE = /design/flow/constraint.sdc
export NUM_CORES = 4
export LEC_CHECK = 1
export CORE_UTILIZATION = 30
==> flow_metrics.tcl <==
# flow metrics
set metrics [dict create \
    hold_viol 0 \
    antenna_found_initial 0 \
    required_ns 2.16 \
    cp_top_family "flip-flops" \
    synthCells 340 \
    max_stage_delay_ns 0.43 \
    hold_path_end "i_lead[1]" \
    wl_mm 7.78 \
    io_pins 73 \
    antenna_cells_inserted 0 \
    fp_util 0.310 \
    h-tree-depth 3 \
    synth_chip_area_um2 3380 \
    die_y_um 108 \
    drv_cap 0 \
    layout_top_cell "inv_1" \
    finalWorstSetupSlack_ns -0.284 \
    num_vias 3077 \
    cts-root-buf "clkbuf_8" \
    p_sw_frac 0.329 \
    violations "negative setup slack" \
    dp_slack_ns -0.864 \
    seq_power_share 0.459 \
    clk_latency_ns 0.41 \
    reg2reg_from "i[0]" \
    rsz0062_at_grt "true" \
    grt_use_total 0.137 \
    via_per_inst 4.46 \
    maxSlewHeadroom 0.515 \
    synth-seq-cells 78 \
    timing.rr.end "write_data[6]" \
    dp.cells 587 \
    status "complete, but fails checks" \
    p_int_mw 1.78 \
    final_cell_mix "inv_1, buf_2, buf_4" \
    grt-ovfl-total 0 \
    setup_violations 42 \
    hold_depth 2 \
    cts_max_path_buffers 2 \
    edf_count 18 \
    cts.clk_slew.worst_paths_ns 0.03 \
    cts_tree "built" \
    die_area_um2 11700 \
    finalSetupTns_ns -3.01 \
    drive_above_1_share 0.378 \
    drc 0 \
    stdcell_count 690 \
    warning_count 106 \
    wl_per_cell_um 11.3 \
    cts_sinks 78 \
    syn_avg_cell_area_um2 9.93 \
    rows 38 \
    vdd_drop_max_mv 0.235 \
    ys_types 40 \
    design_area_um2 5090 \
    min-delay-start "i_lead[1]" \
    design.core.area_um2 10900 \
    cp-start-kind "register" \
    die_x_um 108 \
    worst-r2r-setup-slack_ns 0.44 \
    power_frac_comb 0.041 \
    cp_max_fo 7 \
    drt_iter0_drc 113 \
    p_leak_nw 2.36 \
    cts_buffers 9 \
    final_util 0.468 \
    syn_to_final_growth_pct 50.9 \
    clkPwrFrac 0.499 \
    cp_slowest_cell "edfxtp_1" \
    netlist_area_um2 3380 \
    grt_start_max_net_pins 47 \
    io_buffer_count 72 \
    dp_hpwl_mm 5.02 \
    ys_cells 340 \
    worstMarginPinSlew_ns 0.727 \
    cp_num_buf_inv 1 \
    antenna_left 0 \
    slew_viol_final 0 \
    grt_pass1_wl_mm 12.5 \
    powerDensity_nw_per_um2 522 \
    path_class "reg -> out" \
    gp_congestion 0.800 \
    first_global_vias 2927 \
    placed_cell_area_um2 4700 \
    whs_ns 0.448 \
    power.switching_mw 0.875 \
    arrival_ns 2.44 \
    fillers 996 \
    ys.flop_type "dfxtp_1" \
    first_pass_iters 4 \
    reg2reg_depth 7 \
    synth_seq_share 0.516 \
    cp-end-kind "output pin" \
    ys_warn_count 1 \
    cp_cell_sequence "dlygate4sd2_1" \
    skew_ns 0.0218 \
    async_reset_ff_frac 0 \
    p_total_mw 2.66 \
    hold_path_class "reg -> reg" \
]
cell type report:
cell class / instances / area [um2] / area share
Sequential cell: 78 / 1800 / 0.353
Timing Repair Buffer: 138 / 955 / 0.187
Clock inverter: 85 / 377 / 0.0740
Tap cell: 140 / 175 / 0.0344
Inverter: 6 / 22.5 / 0.00442
Clock buffer: 9 / 124 / 0.0243
Multi-Input combinational cell: 234 / 1640 / 0.323
power groups by stage:
stage	clock (mW)	sequential, mW	combinational [mW]
final	1.33	1.22	0.110
after global routing	1.52	1.22	0.122
after CTS	1.40	1.22	0.111
registers in the layout (all words and copies together) (netlist names):
signal	count
done	1
i_lead	9
t1attempts	9
write_enable	1
write_address	8
t2attempts	9
i	9
t2fails	9
write_data	1
read_address	8
state	5
t1fails	9
timing repair:
item | 4_1_cts | 5_1_grt
resized | 242 | 20
endpoints found under the setup margin | 134 | 90
pin swaps | 3 | 10
cloned | 1 | 1
buffers inserted | 8 | 0
hold buffers | 0 | 0
per-layer routing:
layer	part of all wire	global-route usage	wire length, um	vias up
li1	-	-	-	1604
met3	0.053	0.0528	415	12
met4	0.015	0.0519	117	0
met2	0.45	0.192	3470	71
met1	0.49	0.196	3780	1390
met5	0	0	0	-
logic make-up (layout without fill, tap and decap cells):
family	Yosys count	count (layout)	share of synthesized area
and+or+nand+nor	137	138	0.202
AOI/OAI and AO/OA	49	49	0.106
muxes	5	5	0.0148
buffers and inverters	29	238	0.0452
adders and majority gates	6	6	0.0222
DFF	78	78	0.516
xor gates and xnor gates	36	36	0.0934
synth_stat cells (2+ instances only):
| cell type | instances | area share |
|---|---|---|
| o211ai_1 | 2 | 0.0044 |
| nor4_4 | 2 | 0.013 |
| nor4_1 | 4 | 0.0074 |
| nand4_1 | 8 | 0.015 |
| ha_1 | 6 | 0.022 |
| buf_4 | 9 | 0.020 |
| dfxtp_1 | 60 | 0.36 |
| nor3_1 | 12 | 0.018 |
| inv_1 | 7 | 0.0078 |
| a211oi_1 | 10 | 0.022 |
| o21ai_0 | 8 | 0.012 |
| or3_1 | 8 | 0.015 |
| xnor2_1 | 23 | 0.060 |
| nand2_1 | 23 | 0.026 |
| and2_1 | 11 | 0.020 |
| mux2i_1 | 5 | 0.015 |
| buf_2 | 2 | 0.0030 |
| a31oi_1 | 2 | 0.0037 |
| nor2_1 | 49 | 0.054 |
| and3_1 | 4 | 0.0074 |
| edfxtp_1 | 18 | 0.16 |
| a21oi_1 | 15 | 0.022 |
| nand3_1 | 12 | 0.018 |
| xor2_1 | 13 | 0.034 |
| a2111oi_2 | 2 | 0.0089 |
| a2111oi_1 | 2 | 0.0059 |
| clkbuf_1 | 10 | 0.011 |
how the worst max path moves through the flow:
stage                         start     end  cells past startpoint
after CTS             write_data[6]  wrd[0]                      2
after global routing  write_data[6]  wrd[0]                      2
final                 write_data[6]  wrd[3]                      1
Power is estimated from default activity; no workload was simulated.
